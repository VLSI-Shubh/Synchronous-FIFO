==> ./design.v <==
module fifo #(
    parameter depth = 8,
    parameter width = 8
) (
    input [width-1 : 0] data_in,
    input clk, rst,rd, wr,
    output reg [width-1:0] data_out, 
    output full, empty
);
    reg [width-1 : 0] fifo [0 : depth-1];
    reg [$clog2(depth) : 0] wr_ptr, rd_ptr;
    localparam ptr_depth = $clog2(depth); 
    always @(posedge clk or posedge rst) begin
        if (rst) begin
            wr_ptr <= 0;
        end else begin
            if (wr && !full) begin
                fifo[wr_ptr[ptr_depth-1 : 0]] <= data_in;
                wr_ptr <= wr_ptr + 1'b1;  
            end 
        end
    end
    always @(posedge clk or posedge rst) begin
        if (rst) begin
            data_out <= 0;
            rd_ptr <= 0;
        end else begin
            if (rd && !empty) begin
                data_out <= fifo[rd_ptr[ptr_depth-1:0]];
                rd_ptr <= rd_ptr +1'b1;  
            end else begin
               data_out <= 0; 
            end
        end
    end
    assign full = rd_ptr == { ~wr_ptr[ptr_depth], wr_ptr[ptr_depth-1 : 0]};
    assign empty = rd_ptr == wr_ptr;
endmodule
==> ./run.sh <==
#!/bin/bash
# OpenROAD 26Q1-2900-gdf79404cd8, Yosys 0.63+post, stock flow scripts
make -C /OpenROAD-flow-scripts/flow DESIGN_CONFIG=/design/flow/config.mk WORK_HOME=/design/flow/orfs finish
==> ./config.mk <==
export PLATFORM = sky130hd
export DESIGN_NAME = fifo
export DESIGN_NICKNAME = fifo
export VERILOG_FILES = /design/flow/design.v
export SDC_FILE = /design/flow/constraint.sdc
export NUM_CORES = 4
export LEC_CHECK = 1
export CORE_UTILIZATION = 30
==> ./constraint.sdc <==
current_design fifo

set clk_period 2.8
set clk_io_pct 0.2

create_clock -name clk0 -period $clk_period [get_ports {clk}]

set non_clock_inputs [all_inputs -no_clocks]
set_input_delay [expr $clk_period * $clk_io_pct] -clock clk0 $non_clock_inputs
set_output_delay [expr $clk_period * $clk_io_pct] -clock clk0 [all_outputs]
==> CHANGELOG.md <==
### Metrics

- Dpl hpwl: 4.77 mm
- FP Core Util: a little under a third
- Yosys warning count: 2
- R2R cell count: 6
- Ys cells: around 200
- Chip Area, Yosys: ~3200 sq um
- Most frequent cell after synthesis: edfxtp_1
- Max-cap viol count: 0
- Flops after synth: 80
- Synth top area share: 59.6%
- Worst EP required: 2.24 ns
- Ant diodes: 0
- Worst-path clk slew: 0.08 ns
- Clock sink total: roughly 80
- Row count: 37
- # setup viols final: 0
- Final Hold Viols: 0
- Via count: between 1.5k and 2k
- CTS tree: done
- Syn Inst Count: approximately 200
- Clock root buffer master: clkbuf_8
- Lkg Pwr: 0.00133 uW
- Vias in the first global route: 1886
- Crit-path max cell delay: 0.48 ns
- IR drop worst, VDD: 0.451 mV
- Post-CTS setup buffers: 0
- Cycle use final: 92.1%
- Hold Path Cell Cnt: 1
- Cts hold-fix bufs: 0
- Max Freq: slightly below 0.4 GHz
- WL/cell: 19.6 um
- Fin area: 3780 sq um
- HP Class: flop to flop
- Worst-skew pair later-pin latency: 0.35 ns
- Status: finished, final reports clean
- WS Path Type: flop to output pin
- Initial antenna violation count: 0
- Crit path arrival time: between 2 and 2.5 ns
- Logic area: 827 sq um
- GPL Wtd Cong: ~0.87
- 1st-iter DRT viols: 182
- OpenROAD warning count: 33
- Post-synth top cells: edfxtp_1, dfrtp_1, ha_1, a22o_1
- Vias per cell: 5.07
- Post-synth top area cell: edfxtp_1
- H-tree depth: 3
- Post-synthesis cell area: 3230 sq um
- Min Tclk post-route: 2.58 ns
- Area Growth Syn to Fin: 17.2%
- Setup ws final: 0.221 ns
- Post-CTS Resized: 0
- EDFF count, synth: roughly 64
- CP Launch Type: flop
- Slew Limit Fails: 0
- Main synth FF type: edfxtp_1
- # fillers: 986
- Port bufs: 21
- Worst Skew: approximately 0.011 ns
- Num CTS Buffers: 9
- Max clock buf depth: 2
- FF+latch area: 2320 sq um
- Global Route Usage Sum: 14.4%
- Pre-CTS setup slack: 0.540 ns
- # DRC: 0
- Final instance count without filler cells: 365
- RSZ-0062 raised after global routing: no
- Crit path max-delay cell type: clkdlybuf4s50_1
- Endpoint type of the worst setup path: output pin
- Largest net degree at the start of global routing: 25
- Placed inst area: 3580 sq um
- Placed insts: 349
- Setup TNS: 0 ns
- Avg Inst Size Synth: 16.1 sq um
- Seq share, synth: 72.0%
- CP Max Fanout: 5
- Die Span Y: 106 um
- Drt pass-1 iters: 4
- Die span in x: 106 um
- ANT nets after route: 0
- DIE AREA: 11200 sq um
- Slew HR: 52.7%
- Layout cells sized above 1: 10.5%
- PwrDens: 999 nW/um^2
- First-pass GRT wire length: 11.0 mm
- Synth area leaders: edfxtp_1, dfrtp_1, ha_1
- Top-level port count: 22
- CP Cell Sequence: xor2_1, or2_2, nor3_1, clkdlybuf4s50_1
- Total wire length: 7.16 mm
- Core ar.: just over 10000 sq um
- Netlist cell types: 33
- Ys async rst share: 20.0%
- Global route overflow: 0
- Worst-margin pin slew: ~0.71 ns
==> cell families after synthesis <==
group | synth area share, %
flip-flops | 72.0
AND-OR/OR-AND | 12.6
AND/OR/NAND/NOR | 4.34
buffers and inverters | 2.37
adder cells (fa/ha/maj) | 4.65
XOR/XNOR | 2.68
multiplexers | 1.40
==> critical path: cells and delay by family (launching register included) <==
family	cells	cell delay (ns)
DFF	1	0.45
and+or+nand+nor	2	0.50
xor gates and xnor gates	1	0.24
buffers and inverters	1	0.48
==> sequential cells by signal, summed over array words and instances, names as in the netlist <==
register / flops
data_out: 8
wr_ptr: 4
fifo: 64
rd_ptr: 4
==> layout by cell type (no fill, tap or decap), types with 7 or more instances in the layout <==
cell type | Yosys | routed
edfxtp_1 | 64 | 64
a221oi_1 | 7 | 7
a22o_1 | 8 | 8
nor2_1 | 7 | 7
dfrtp_1 | 16 | 16
clkdlybuf4s50_1 | 0 | 21
ha_1 | 12 | 12
clkbuf_8 | 0 | 11
inv_1 | 7 | 7
==> worst paths after layout <==
check                            from  slack [ns]           to
min in group asynchronous         rst        0.66  data_out[1]
max in group asynchronous         rst        1.70    rd_ptr[1]
hold / removal             fifo[0][6]        0.50  data_out[6]
setup / recovery            wr_ptr[0]        0.22        empty
setup reg to reg            rd_ptr[0]        0.48  data_out[3]
hold reg to reg            fifo[0][6]        0.50  data_out[6]
==> metal layers <==
metal | wire length, um | track usage [%] | vias to the layer above
li1 | - | - | 829
met1 | 3230 | 21.2 | 929
met2 | 3250 | 21.2 | 84
met3 | 580 | 6.81 | 10
met4 | 102 | 1.59 | 0
met5 | 0 | 0 | -
==> layout make-up <==
type,count,area share (%)
Clock buffer,13,4.20
Clock inverter,3,1.13
Inverter,7,0.695
Multi-Input combinational cell,102,21.9
Sequential cell,80,61.4
Tap cell,136,4.50
Timing Repair Buffer,24,6.16
==> per-stage QoR <==
stage	total power [uW]	util [%]	hold slack, ns
detailed placement	2930	34.5	0.488
global placement	2940	34.5	0.492
CTS	3790	36.5	0.505
global route	3990	36.5	0.523
finish	3780	36.5	0.498
floorplan	2460	-	0.441
==> report_power, final <==
| group | switching [uW] | leakage, uW | internal (uW) | total, uW |
|---|---|---|---|---|
| sequential | 129 | 0.000777 | 1470 | 1600 |
| combinational | 781 | 0.000452 | 542 | 1320 |
| clock | 396 | 0.0000996 | 460 | 856 |
Power and IR drop assume default switching activity.
